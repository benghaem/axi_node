## config.mk

```make
export PLATFORM = sky130hd
export DESIGN_NAME = axi_BR_allocator
export DESIGN_NICKNAME = axi_BR_allocator
export VERILOG_FILES = /design/flow/design.v
export SDC_FILE = /design/flow/constraint.sdc
export NUM_CORES = 4
export LEC_CHECK = 1
export CORE_UTILIZATION = 40
```

## constraint.sdc

```tcl
current_design axi_BR_allocator

set clk_period 3.5
set clk_io_pct 0.2

create_clock -name clk0 -period $clk_period [get_ports {clk}]

set non_clock_inputs [all_inputs -no_clocks]
set_input_delay [expr $clk_period * $clk_io_pct] -clock clk0 $non_clock_inputs
set_output_delay [expr $clk_period * $clk_io_pct] -clock clk0 [all_outputs]
```

## design.v

```verilog
import axi_pkg::*;
module axi_BR_allocator #(
    parameter                   AXI_USER_W     = 6,
    parameter                   N_INIT_PORT    = 1,
    parameter                   N_TARG_PORT    = 7,
    parameter                   AXI_DATA_W     = 64,
    parameter                   AXI_ID_IN      = 16,
    parameter                   LOG_N_TARG     = $clog2(N_TARG_PORT),
    parameter                   LOG_N_INIT     = $clog2(N_INIT_PORT),
    parameter                   AXI_ID_OUT     = AXI_ID_IN + $clog2(N_TARG_PORT)
)(
  input  logic                                                          clk,
  input  logic                                                          rst_n,
  input  logic [N_INIT_PORT-1:0][AXI_ID_OUT-1:0]                        rid_i,
  input  logic [N_INIT_PORT-1:0][AXI_DATA_W-1:0]                        rdata_i,
  input  logic [N_INIT_PORT-1:0][ 1:0]                                  rresp_i,
  input  logic [N_INIT_PORT-1:0]                                        rlast_i,    
  input  logic [N_INIT_PORT-1:0][AXI_USER_W-1:0]                        ruser_i,    
  input  logic [N_INIT_PORT-1:0]                                        rvalid_i,   
  output logic [N_INIT_PORT-1:0]                                        rready_o,    
  output  logic [AXI_ID_IN-1:0]                                         rid_o,
  output  logic [AXI_DATA_W-1:0]                                        rdata_o,
  output  logic [ 1:0]                                                  rresp_o,
  output  logic                                                         rlast_o,    
  output  logic [AXI_USER_W-1:0]                                        ruser_o,    
  output  logic                                                         rvalid_o,   
  input   logic                                                         rready_i,    
  input   logic                                                         incr_req_i,
  output  logic                                                         full_counter_o,
  output  logic                                                         outstanding_trans_o,
  input   logic                                                         error_req_i,
  output  logic                                                         error_gnt_o,
  input   logic [ 7:0]                                                  error_len_i,
  input   logic [AXI_USER_W-1:0]                                        error_user_i,
  input   logic [AXI_ID_IN-1:0]                                         error_id_i,
  input  logic                                                          sample_ardata_info_i
);
localparam      AUX_WIDTH = AXI_DATA_W + 2 + 1 + AXI_USER_W;
logic [N_INIT_PORT-1:0][AUX_WIDTH-1:0]                          AUX_VECTOR_IN;
logic [AUX_WIDTH-1:0]                                           AUX_VECTOR_OUT;
logic [N_INIT_PORT-1:0][AXI_ID_IN-1:0]                          rid_int;
genvar i;
logic   [9:0]                                                   outstanding_counter;
logic                                                           decr_req;
enum logic [1:0]                                                {OPERATIVE, ERROR_SINGLE, ERROR_BURST, GO_ERROR} CS, NS;
logic   [7:0]                                                   CounterBurstCS, CounterBurstNS;
logic   [ 7:0]                                                  error_len_S;
logic   [AXI_USER_W-1:0]                                        error_user_S;
logic   [AXI_ID_IN-1:0]                                         error_id_S;
logic [AXI_ID_IN-1:0]                                           rid_ARB_TREE;
logic [AXI_DATA_W-1:0]                                          rdata_ARB_TREE;
logic [ 1:0]                                                    rresp_ARB_TREE;
logic                                                           rlast_ARB_TREE;    
logic [AXI_USER_W-1:0]                                          ruser_ARB_TREE;    
logic                                                           rvalid_ARB_TREE;   
logic                                                           rready_ARB_TREE;    
assign outstanding_trans_o = (outstanding_counter == '0) ? 1'b0 : 1'b1;
assign decr_req = rvalid_ARB_TREE & rready_ARB_TREE & rlast_ARB_TREE;
assign full_counter_o = (outstanding_counter == '1) ? 1'b1 : 1'b0;
always_ff @(posedge clk, negedge rst_n)
begin
    if(rst_n == 1'b0)
      outstanding_counter  <= '0;
    else
    begin
      case({incr_req_i, decr_req})
        2'b00: begin  outstanding_counter  <= outstanding_counter; end
        2'b01:
        begin
                if(outstanding_counter != '0)
                    outstanding_counter  <= outstanding_counter - 1'b1;
                else
                    outstanding_counter  <= '0;
        end
        2'b10:
        begin
                if(outstanding_counter != '1)
                    outstanding_counter  <= outstanding_counter + 1'b1;
                else
                    outstanding_counter  <= '1;
        end
        2'b11: begin  outstanding_counter  <= outstanding_counter; end
      endcase
    end
end
always_ff @(posedge clk, negedge rst_n)
begin
  if(rst_n == 1'b0)
  begin
    CS             <= OPERATIVE;
    CounterBurstCS <= '0;
    error_user_S   <= '0;
    error_id_S     <= '0;
    error_len_S    <= '0;
  end
  else
  begin
    CS <= NS;
    CounterBurstCS <= CounterBurstNS;
    if(sample_ardata_info_i)
    begin
        error_user_S  <= error_user_i;
        error_id_S    <= error_id_i;
        error_len_S   <= error_len_i;
    end
  end
end
always_comb
begin
  rid_o           = rid_ARB_TREE;
  rdata_o         = rdata_ARB_TREE;
  rresp_o         = rresp_ARB_TREE;
  rlast_o         = rlast_ARB_TREE;
  ruser_o         = ruser_ARB_TREE;
  rvalid_o        = rvalid_ARB_TREE;
  rready_ARB_TREE = rready_i;
  CounterBurstNS = CounterBurstCS;
  error_gnt_o      = 1'b0;
  case(CS)
    OPERATIVE :
    begin
        CounterBurstNS   = '0;
        rready_ARB_TREE  = rready_i;
        error_gnt_o      = 1'b0;
        if((error_req_i == 1'b1))
        begin
          if(outstanding_trans_o == 1'b0)
          begin
              if(error_len_i == '0)
                NS = ERROR_SINGLE;
              else
                NS = ERROR_BURST;
          end
          else
          begin
              NS = GO_ERROR;
          end
        end
        else
        begin
          NS = OPERATIVE;
        end
    end
    GO_ERROR:
    begin
          CounterBurstNS   = '0;
          rready_ARB_TREE  = rready_i;
          error_gnt_o      = 1'b0;
          if(outstanding_trans_o == 1'b0)
          begin
              if(error_len_S == '0)
                NS = ERROR_SINGLE;
              else
                NS = ERROR_BURST;
          end
          else
          begin
              NS = GO_ERROR;
          end
    end
    ERROR_SINGLE :
    begin
        rready_ARB_TREE = 1'b0;
        CounterBurstNS = '0;
        error_gnt_o = 1'b1;
        rresp_o     = axi_pkg::RESP_DECERR;
        rdata_o     = { (AXI_DATA_W/32) {32'hDEADBEEF}};
        rvalid_o    = 1'b1;
        ruser_o     = error_user_S;
        rlast_o     = 1'b1;
        rid_o       = error_id_S;
        if(rready_i)
          NS = OPERATIVE;
        else
          NS = ERROR_SINGLE;
    end
    ERROR_BURST :
    begin
        rready_ARB_TREE = 1'b0;
        rresp_o     = axi_pkg::RESP_DECERR;
        rdata_o     = { (AXI_DATA_W/32) {32'hDEADBEEF}};
        rvalid_o    = 1'b1;
        ruser_o     = error_user_S;
        rid_o       = error_id_S;
        if(rready_i)
        begin
            if(CounterBurstCS < error_len_i)
            begin
              CounterBurstNS = CounterBurstCS + 1'b1;
              error_gnt_o    = 1'b0;
              rlast_o        = 1'b0;
              NS             = ERROR_BURST;
            end
            else
            begin
              error_gnt_o    = 1'b1;
              CounterBurstNS = '0;
              NS             = OPERATIVE;
              rlast_o        = 1'b1;
            end
        end
        else
        begin
            NS = ERROR_BURST;
            error_gnt_o      = 1'b0;
        end
    end
    default :
    begin
        CounterBurstNS = '0;
        NS             = OPERATIVE;
        error_gnt_o      = 1'b0;
    end
  endcase
end
assign        { ruser_ARB_TREE, rlast_ARB_TREE, rresp_ARB_TREE, rdata_ARB_TREE}  =  AUX_VECTOR_OUT;
generate
  for(i=0;i<N_INIT_PORT;i++)
  begin : AUX_VECTOR_BINDING
      assign AUX_VECTOR_IN[i] =  { ruser_i[i], rlast_i[i], rresp_i[i], rdata_i[i]};
  end
  for(i=0;i<N_INIT_PORT;i++)
  begin : RID_VECTOR_BINDING
      assign rid_int[i] =  rid_i[i][AXI_ID_IN-1:0];
  end
if(N_INIT_PORT == 1)
begin : DIRECT_BINDING
    assign rvalid_ARB_TREE = rvalid_i;
    assign AUX_VECTOR_OUT  = AUX_VECTOR_IN;
    assign rid_ARB_TREE   = rid_int;
    assign rready_o       = rready_i;
end
else
begin : ARB_TREE
    axi_ArbitrationTree
    #(
      .AUX_WIDTH  (AUX_WIDTH),
      .ID_WIDTH   (AXI_ID_IN),
      .N_MASTER   (N_INIT_PORT)
    )
    BR_ARB_TREE
    (
      .clk           (  clk            ),
      .rst_n         (  rst_n          ),
      .data_req_i    (  rvalid_i       ),
      .data_AUX_i    (  AUX_VECTOR_IN  ),
      .data_ID_i     (  rid_int        ),
      .data_gnt_o    (  rready_o       ),
      .data_req_o    (  rvalid_ARB_TREE  ),
      .data_AUX_o    (  AUX_VECTOR_OUT   ),
      .data_ID_o     (  rid_ARB_TREE     ),
      .data_gnt_i    (  rready_ARB_TREE  ),
      .lock          (1'b0),
      .SEL_EXCLUSIVE ({$clog2(N_INIT_PORT){1'b0}})
    );
end
endgenerate
endmodule
```

## run.sh

```bash
#!/bin/bash
# OpenROAD 26Q1-2900-gdf79404cd8, Yosys 0.63+post, stock flow scripts
make -C /OpenROAD-flow-scripts/flow DESIGN_CONFIG=/design/flow/config.mk WORK_HOME=/design/flow/orfs finish
```

==> run notes <==
Results of the full flow below.

Final timing:
- The run gives the transition time of the tightest slew-check pin as 723 ps.
- The final timing report lists a max-slew violation count of 0.
- The run puts the final-report hold violation count at 0.
- The flow reports an fmax of 0.293 GHz.
- The run gives the worst relative slew slack as 0.517.
- The run gives the final setup violation count as 0.
- The run puts the post-route clock skew at 7.72 ps.
- The run puts the final critical path time including I/O delays and setup at 3410 ps.
- Setup repair after global routing could not meet its margin everywhere.
- The run puts the worst hold slack after final layout at 497 ps.
- The run puts the fraction of the cycle the final worst path needs at 0.974.

Clock network:
- The run puts the number of sinks driven by the clock tree at 52.
- The run gives the post-CTS setup-driven buffer insertion count as 0.
- Looking at the clock tree report, the root buffer type is sky130_fd_sc_hd__clkbuf_8.
- In this run the deepest clock path goes through 2 buffers.
- The run gives the clock-pin transition on the worst setup and hold timing paths as 90 ps.
- TritonCTS built the clock tree.
- The run puts the H-tree depth reported by CTS at 2.
- The run gives the insertion delay to the later sink of the worst-skew pair as 300 ps.
- The run gives the clock buffer count from CTS as 5.

Final layout:
- The run puts the post-layout instance area at 5980 µm².
- The run gives the final design utilization as 0.717.
- The library cells used most frequently in the layout, excluding fill and tap cells, are 215 x sky130_fd_sc_hd__clkdlybuf4s50_1, 52 x sky130_fd_sc_hd__mux2_2, 51 x sky130_fd_sc_hd__dfrtp_1.
- Of the cells placed in the final design, the portion with a size suffix greater than 1 is 0.149.
- The run puts the post-synthesis to final-layout area growth at 70.4%.
- Among logic cells in the layout, the one with the most instances is sky130_fd_sc_hd__clkdlybuf4s50_1.

Routing:
- The run gives the violation count after the first detailed-route iteration as 161.
- Dividing the detail-routed wire length by the instance count gives 15.2 µm.
- For this run, the detailed router's first-pass iteration total came to 4.
- The run puts the total inserted antenna cells at 0.
- The run puts the number of DRC violations after detailed routing at 0.
- The run puts the number of nets still failing antenna checks after routing at 0.
- After detailed routing, the number of vias per cell comes to 5.15.
- The run gives the routed via count as 3,581.
- The run gives the post-detailed-routing wire length as 10,600 µm.

Setup path:
- On the worst path, the slowest cell contributes a delay of 480 ps.
- The critical path starts at error_len_i[1].
- The run gives the worst endpoint required time as 2800 ps.
- The setup path with the least slack is of type in -> out.
- The run gives the endpoint of the lowest-slack register-to-register path as outstanding_counter[5].
- Per STA, the endpoint of the critical path is error_gnt_o.
- The worst setup path is captured at an output pin.
- Along the worst path, the maximum fanout reaches 9.
- Across all register-to-register paths, the minimum setup slack is 830 ps.
- The run gives the endpoint arrival time on the critical path as 2710 ps.
- The run gives the cell with the most instances on the worst path as sky130_fd_sc_hd__clkdlybuf4s50_1.
- The signal on the critical path passes through clkdlybuf4s50_1 -> inv_1 -> ha_1 -> nor4_1 -> o21ai_1 -> a21oi_2 -> buf_4 -> o21bai_1 -> clkdlybuf4s50_1.
- The run gives the dominant delay contributor by cell family on the critical path as buffers and inverters.
- The critical path's slowest stage uses the library cell sky130_fd_sc_hd__clkdlybuf4s50_1.
- The run gives the beginning of the worst register-to-register path as CS[2].
- Counting both buffers and inverters, the worst setup path holds a total of 4.
- The run gives the type of element launching the critical path as a primary input.
- The run puts the depth of the most critical reg-to-reg path at 6.
- The run puts the number of cells on the critical path at 9.

GRT:
- The run puts the global routing usage on met3 at 0.0381.
- Entering global routing, the biggest net connects 60 pins.
- On met2, the global router reports a usage of 0.352.
- The first global-routing pass estimated 16,400 µm of wire.
- The run puts the number of antenna violations at the first check in global routing at 0.
- The run puts the number of global-route vias before repair at 3,255.
- The run puts the met1 track demand over resource in global routing at 0.390.
- The run gives the global-route usage over all layers as 0.236.
- The run puts the total global routing overflow at 0.
- In this run the most used layer during global routing was met1.

Die:
- The run gives the standard-cell row count as 33.
- The total area inside the core boundary comes to 8340 µm².
- The run gives the chip area as 9150 µm².
- The run puts the number of I/O pins at 223.
- The run gives the overall die height as 95.7 µm.
- The run gives the die outline width as 95.7 µm.
- The initial utilization of the core area, before any placement, comes to 0.421.

Synthesis:
- After synthesis the cells add up to 3510 µm².
- The run gives the number of warnings reported in the yosys synthesis log as 4.
- The run gives the mean instance size in the synthesized netlist as 9.31 µm².
- Per the synth stats, the proportion of register bits with asynchronous set or reset is 1.00.
- sky130_fd_sc_hd__dfrtp_1 takes more of the synthesized area than any other cell.
- The run gives the portion of synthesized cell area occupied by the leading cell type as 0.364.
- The run puts the post-synthesis cell count from yosys at 377.
- The run gives the leading register cell type out of synthesis as sky130_fd_sc_hd__dfrtp_1.
- The run gives the post-synthesis sequential area ratio as 0.371.
- The run gives the chip area in the Yosys report as 3510 µm².
- In this run, synthesis produced a sequential element count of 52.
- By area the synthesized netlist is led by sky130_fd_sc_hd__dfrtp_1 36%, sky130_fd_sc_hd__mux2_2 17%, sky130_fd_sc_hd__or3_1 8.9%.
- The run gives the count of library flops with an enable pin as 0.
- After synthesis, the netlist uses 48 different library cells.
- The synthesized instance count is 377.

Pwr:
- The run gives the largest vdd supply drop as 0.321 mV.
- The run gives the reported leakage power as 0.00250 µW.
- The run gives the total power divided by cell area as 311 nW/µm².

Flow run:
- The run puts the number of logged tool warnings at 32.
- The tool flagged a number of max-cap violations equal to 0.

Min path:
- The min-delay analysis places its worst path in the category in -> async.

Placed design:
- Once detailed placement completed, the half-perimeter wirelength came to 8030 µm.
- The run puts the placement-stage cell area at 5830 µm².
- Buffers placed on the I/O ports in this run total 219.
- The run puts the weighted congestion at the end of routability-driven global placement at 0.888.

Outcome:
- The run finished with clean final reports.
[cells in the mapped netlist, drive strengths merged, types with 3 or more instances]
cell type  count
ha            12
or3           50
nor3           6
xor2           4
a31oi          3
a21boi         4
clkbuf        25
dfrtp         51
mux2i          3
nand3          8
o21ai         21
nor2b          8
nor2          21
nand4          7
and3           3
mux2          52
nor4           6
nand2         16
inv           15
a21oi         12
and2          19
[registers in the layout (all words and copies together) (netlist names)]
name                 flops
CounterBurstCS           8
outstanding_counter     10
error_len_S              8
error_user_S             6
error_id_S              16
CS                       4
[worst register-to-register path: cells and delay by family, from the launching register on]
family	cells	cell delay (ps)
adder cells (fa/ha/maj)	1	510
AND-OR/OR-AND	1	100
AND/OR/NAND/NOR	4	1530
flip-flops	1	410
[stage by stage]
step	setup TNS, ps	total power, µW	setup slack [ps]	std cells
after floorplan	0	1080	759	377
after global placement	-204	1420	-170	688
after detailed placement	-202	1430	-159	688
after CTS	0	1870	69.7	696
after global routing	-58.5	1990	-36.7	696
final	0	1860	92.6	696
[cell families after synthesis]
family,Yosys count,share of synthesized area
xor+xnor,5,0.0125
compound gates,58,0.103
buf+inv,43,0.0492
fa+ha+maj,12,0.0428
flops,52,0.371
simple gates,152,0.246
mux,55,0.175
[per-layer routing]
layer,share of wire,up-vias
met5,0,-
met4,0.0059,0
met3,0.061,6
met2,0.48,116
met1,0.45,1677
li1,-,1782
[worst min path at each step]
stage	from	endpoint	slack [ps]	cells after the start
4_1_cts	error_id_S[11]	error_id_S[11]	520	1
5_1_grt	error_id_S[5]	error_id_S[5]	520	1
6_report	rst_n	CounterBurstCS[1]	500	2
[power breakdown]
group	switching [µW]	internal, µW
combinational	215	415
clock	195	234
sequential	113	686
total	524	1330
[timing repair]
item	4_1_cts	5_1_grt
hold buffers	0	0
resized	7	3
endpoints found under the setup margin	2	2
pin swaps	3	1
[layout make-up]
class                      instances  area (µm²)
fill                             618        2360
multi-input combinational        282        2070
tap                              105         131
timing repair buffer             233        2290
sequential                        52        1300
inverter                          16        60.1
clock inverter                     2        38.8
clock buffer                       6        82.6
Power is estimated from default activity; no workload was simulated.
